File: design.v
`timescale 1ns / 1ps
module top(
    input            clk, start,
    input      [2:0] A, B, N,
    output reg       ready,
    output reg [5:0] result
);
    reg [2:0] cstate = 3'b000, fstate, temp_A, temp_B;
    reg [5:0] lalb_rslt, galb_rslt;
    localparam START = 3'b000;
    localparam LA_EB = 3'b001;
    localparam EA_LB = 3'b010;
    localparam LA_LB = 3'b011;
    localparam GA_LB = 3'b100;
    localparam LA_GB = 3'b101;
    localparam GA_GB = 3'b110;
    localparam DONE  = 3'b111;
    always@(posedge clk) begin
        temp_A <= A;
        temp_B <= B;
        if ((A==N) && (B==N)) begin
            temp_A <= ~A + 1;
            temp_B <= ~B + 1;
            fstate <= LA_EB; end
        else if ((A<N) && (B==N)) begin
            temp_B <= ~B + 1;
            fstate <= LA_EB; end
        else if ((A==N) && (B<N)) begin
            temp_A <= ~A + 1;
            fstate <= EA_LB; end
        else if ((A<N) && (B<N)) begin
            fstate <= LA_LB; end
        else if ((A>N) && (B<N)) begin
            temp_A <= ~A + 1;
            fstate <= GA_LB; end
        else if ((A<N) && (B>N)) begin
            temp_B <= ~B + 1;
            fstate <= LA_GB; end
        else if ((A>N) && (B>N)) begin
            temp_A <= ~A + 1;
            temp_B <= ~B + 1;
            fstate <= GA_GB; end
    end
    always@(posedge clk) begin
        case (cstate)
            START : begin if(start) begin
                cstate <= LA_EB; ready <= 1'b0; end end
            LA_EB : begin
                result = temp_A << (N-1);
                if (cstate != fstate) cstate <= EA_LB; else cstate <= DONE; end
            EA_LB : begin
                result = temp_B << (N-1);
                if (cstate != fstate) cstate <= LA_LB; else cstate <= DONE; end
            LA_LB : begin
                lalb_rslt = (temp_A[1:0]) * (temp_B[1:0]);
                result = lalb_rslt;
                if (cstate != fstate) cstate <= GA_LB; else cstate <= DONE; end
            GA_LB : begin
                if (fstate == LA_GB) cstate = LA_GB;
                else begin
                    result = (temp_B << (N-1)) - lalb_rslt;
                if (cstate != fstate) cstate <= LA_GB; else cstate <= DONE; end end
            LA_GB : begin
                result = (temp_A << (N-1)) - lalb_rslt;
                if (cstate != fstate) cstate <= GA_GB; else cstate <= DONE; end
            GA_GB : begin
                result = (~(temp_A << (N-1) + temp_B << (N-1)) + 1) + lalb_rslt;
                cstate = DONE; end
            DONE  : begin ready <= 1'b1; end
        endcase
    end
endmodule
File: run.sh
#!/bin/bash
# OpenROAD 26Q1-2900-gdf79404cd8, Yosys 0.63+post, stock flow scripts
make -C /OpenROAD-flow-scripts/flow DESIGN_CONFIG=/design/flow/config.mk WORK_HOME=/design/flow/orfs finish
File: config.mk
export PLATFORM = sky130hd
export DESIGN_NAME = top
export DESIGN_NICKNAME = top
export VERILOG_FILES = /design/flow/design.v
export SDC_FILE = /design/flow/constraint.sdc
export NUM_CORES = 4
export LEC_CHECK = 1
export CORE_UTILIZATION = 40
File: constraint.sdc
current_design top

set clk_period 7.9
set clk_io_pct 0.2

create_clock -name clk0 -period $clk_period [get_ports {clk}]

set non_clock_inputs [all_inputs -no_clocks]
set_input_delay [expr $clk_period * $clk_io_pct] -clock clk0 $non_clock_inputs
set_output_delay [expr $clk_period * $clk_io_pct] -clock clk0 [all_outputs]
==> summary.txt <==
Status -> finished clean
Leakage -> 1.245 nW
All-Layer GR Usage -> 18.99%
Die Ht -> 86.08 um
Crit. End Element -> register
TritonRoute pass-1 iters -> 4
Max cap viols -> 0
Post-layout period usage -> 86.83%
First-pass GRT wire length -> 10,960 um
IO Count -> 18
Slew Viols, Final -> 0
CTS Buf Count -> 3
Final setup violating endpoints -> 0
WL final -> 6486 um
Number of clock sinks -> 23
Post-synthesis cell count -> 346
Top Layout Cells -> 32 x nand2_1, 28 x ha_1, 25 x inv_1
Clock Skew -> 0.004508 ns
Final worst setup slack -> 1.040 ns
Routability cong. -> 0.9165
Initial antenna violation count -> 0
Hold-fix buffers at CTS -> 0
Chip area in the Yosys report -> 2828 um2
Routed len/inst -> 14.35 um
CP Max Fanout -> 24
Setup CP Type -> in -> reg
# Cells Yosys -> 346
Distinct cell type count after synthesis -> 73
DR vias -> 2,518
Commonest Layout Cell -> nand2_1
Die width -> 86.08 um
Reg power frac -> 30.8%
Yosys warnings -> 1
Slew of the pin with the lowest slew margin -> 0.6308 ns
Sw Pwr -> 0.3493 mW
Port Buffer Count -> 17
Worst EP required -> 7.97 ns
Number of setup buffers added after CTS -> 0
Detailed router's first-iteration violation count -> 181
Synth flops -> 23
Late-Pin Clk Latency -> 0.27 ns
Crit path arrival time -> 6.93 ns
Post-synth ARST share -> 0%
Number of enable flip-flop cells -> 14
Overflow after GRT -> 0
DRC Markers -> 0
Seq share, synth -> 21.24%
VDD IR max -> 0.00009673 V
Final cell count without fillers -> 452
Place WS -> 0.8071 ns
Rel. slew slack -> 57.94%
Setup TNS Final -> 0 ns
Antenna cells -> 0
RSZ-0062 raised after global routing -> no
DP HPWL -> 5076 um
Comb pwr share -> 59.7%
Crit path time final -> 6.860 ns
Reg area -> 600.6 um2
Core Rows -> 30
Int Power -> 0.4406 mW
Core ar. -> 6794 um2
Min-Delay Path Class -> reg -> reg
Largest net degree at the start of global routing -> 35
Post-CTS sizing -> 0
Reg clk slew, reported paths -> 0.09 ns
Syn_area_per_cell -> 8.173 um2
Tool warning count -> 26
Die area -> 7410 um2
Vias in the first global route -> 2,234
Clk pwr share -> 9.5%
Switching share of power -> 44.22%
Layout filler cell count -> 669
Layout area overhead -> 8.053%
Vias per std cell -> 5.571
Mapped Area -> 2828 um2
Final hold viol count -> 0
CTS max path bufs -> 2
Total power -> 0.7899 mW
Inst Count DP -> 448
Layout cells sized above 1 -> 6.180%
H-tree depth -> 1
Top FF cell, synth -> edfxtp_1
Power per cell area -> 258.5 nW/um2
Logic cell area -> 1992 um2
CTS tree -> done
Startpoint types -> input pin
Final hold slack -> 0.6028 ns
CTS root buf -> clkbuf_8
Final ANT Viol Nets -> 0
Fmax -> 145.8 MHz
Floorplan core density -> 41.62%
==> per-stage QoR <==
step           instance area, um2  util [%]
2_1_floorplan                2828         -
3_3_place_gp                 3009     44.29
3_5_place_dp                 3009     44.29
4_1_cts                      3055     44.97
5_1_grt                      3055     44.97
6_report                     3055     44.97
==> routing by layer <==
layer  GRT usage, %  wire (um)  vias to the layer above
met4          1.667         64                        0
met3          2.637        308                        6
met2          29.00       2835                       67
met5              0          0                        -
li1               -          -                     1295
met1          30.21       3277                     1150
==> power by group through the flow <==
stage / Clock [mW] / Combinational (mW) / Sequential, mW
6_report: 0.0753 / 0.472 / 0.243
5_1_grt: 0.0831 / 0.524 / 0.249
4_1_cts: 0.0774 / 0.470 / 0.242
==> Yosys cell counts, types with 3 or more instances <==
library cell,count,area share (%)
a211oi_1,6,1.6
a21o_1,4,1.1
a21oi_1,23,4.1
a22oi_1,6,1.6
and2_1,5,1.1
buf_6,3,1.2
clkbuf_1,6,0.80
dfxtp_1,9,6.4
edfxtp_1,14,15
fa_1,3,2.1
ha_1,28,12
inv_1,25,3.3
mux2i_1,9,3.2
nand2_1,32,4.2
nand2b_1,7,1.5
nand3_1,12,2.1
nor2_1,22,2.9
nor2b_1,12,2.7
nor3_1,15,2.7
o211ai_1,5,1.3
o21a_1,3,0.80
o21ai_0,22,3.9
o22ai_1,5,1.1
o32a_1,3,1.1
xnor2_1,7,2.2
xor2_1,6,1.9
==> critical path, cell delays in order <==
cell             delay (ns)
clkdlybuf4s50_1        0.45
buf_4                  0.26
inv_1                  0.19
ha_1                   0.32
xnor2_2                0.37
inv_4                  0.10
ha_1                   0.37
nor2b_1                0.22
o21ai_0                0.11
ha_1                   0.29
nor4b_1                0.22
and4_1                 0.30
nand2_1                0.09
nor2_1                 0.16
nand2_1                0.09
nor3_1                 0.26
ha_1                   0.25
fa_1                   0.43
nor2b_1                0.13
o22ai_1                0.09
a22oi_1                0.26
nor2_1                 0.08
a211oi_1               0.29
==> cell families after synthesis <==
kind of cell	synth area share, %
mux	4.115
flops	21.24
simple gates	23.63
fa+ha+maj	14.51
xor+xnor	4.602
compound gates	23.59
buf+inv	8.318
==> path summary, 6_finish.rpt <==
kind | startpoint | to | slack, ns | depth (start not counted)
hold reg to reg | fstate[2]$_SDFFE_PP0P_ | fstate[2]$_SDFFE_PP0P_ | 0.60 | 2
hold / removal | fstate[2]$_SDFFE_PP0P_ | fstate[2]$_SDFFE_PP0P_ | 0.60 | 2
setup / recovery | N[0] | result[1]$_DFFE_PP_ | 1.04 | 23
setup reg to reg | temp_B[0]$_DFF_P_ | result[1]$_DFFE_PP_ | 3.31 | 19
==> state kept, by name, indices dropped and copies added (netlist names) <==
name and cells:
result 6, fstate 3, ready 1, lalb_rslt 4, cstate 3, temp_B 3, temp_A 3
==> layout make-up <==
cell class | count | share of cell area [%]
Clock buffer | 3 | 1.351
Clock inverter | 1 | 0.1638
Inverter | 27 | 3.399
Multi-Input combinational cell | 282 | 65.19
Sequential cell | 23 | 19.66
Tap cell | 96 | 3.931
Timing Repair Buffer | 20 | 6.306
Power is estimated from default activity; no workload was simulated.
